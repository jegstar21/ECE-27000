### ./config.mk
export PLATFORM = sky130hd
export DESIGN_NAME = top
export DESIGN_NICKNAME = top
export VERILOG_FILES = /design/flow/design.v
export SDC_FILE = /design/flow/constraint.sdc
export NUM_CORES = 4
export LEC_CHECK = 1
export CORE_AREA = 10 10 70 70
export DIE_AREA = 0 0 80 80
### ./constraint.sdc
current_design top

set clk_period 4.6
set clk_io_pct 0.2

create_clock -name clk0 -period $clk_period

set non_clock_inputs [all_inputs -no_clocks]
set_input_delay [expr $clk_period * $clk_io_pct] -clock clk0 $non_clock_inputs
set_output_delay [expr $clk_period * $clk_io_pct] -clock clk0 [all_outputs]
### ./design.v
`default_nettype none
module top (
  input  logic hz100, reset,
  input  logic [20:0] pb,
  output logic [7:0] left, right,
         ss7, ss6, ss5, ss4, ss3, ss2, ss1, ss0,
  output logic red, green, blue,
  output logic [7:0] txdata,
  input  logic [7:0] rxdata,
  output logic txclk, rxclk,
  input  logic txready, rxready
);
  logic [15:0] in, out;
  logic [2:0] in2;
  logic [7:0] out2;
  logic [7:0] step1;
  assign ss0[6:0] = pb[6:0];
  bargraph led(.out({left[7:0], right[7:0]}), .in(pb[15:0]));
  decode3to8 v1(.out2({ss7[7], ss6[7], ss5[7], ss4[7], ss3[7], ss2[7], ss1[7], ss0[7]}), .in2(pb[2:0]));
endmodule
module bargraph(output logic [15:0]out, input logic [15:0]in);
    assign out[0] = |in[15:0];
    assign out[1] = |in[15:1];
    assign out[2] = |in[15:2];
    assign out[3] = |in[15:3];
    assign out[4] = |in[15:4];
    assign out[5] = |in[15:5];
    assign out[6] = |in[15:6];
    assign out[7] = |in[15:7];
    assign out[8] = |in[15:8];
    assign out[9] = |in[15:9];
    assign out[10] = |in[15:10];
    assign out[11] = |in[15:11];
    assign out[12] = |in[15:12];
    assign out[13] = |in[15:13];
    assign out[14] = |in[15:14];
    assign out[15] = in[15];
endmodule
module decode3to8(output logic [7:0]out2, input logic [2:0]in2);
    assign out2[0] = (in2[2:0] == 3'b000);
    assign out2[1] = (in2[2:0] == 3'b001); 
    assign out2[2] = (in2[2:0] == 3'b010); 
    assign out2[3] = (in2[2:0] == 3'b011); 
    assign out2[4] = (in2[2:0] == 3'b100); 
    assign out2[5] = (in2[2:0] == 3'b101); 
    assign out2[6] = (in2[2:0] == 3'b110); 
    assign out2[7] = (in2[2:0] == 3'b111); 
endmodule
### ./run.sh
#!/bin/bash
# OpenROAD 26Q1-2900-gdf79404cd8, Yosys 0.63+post, stock flow scripts
make -C /OpenROAD-flow-scripts/flow DESIGN_CONFIG=/design/flow/config.mk WORK_HOME=/design/flow/orfs finish
==> flow_summary.toml <==
# synthesis and place-and-route metrics
[outcome]
status = "finished, final reports clean"

[place]
port_buffers = 47
dp_cells = 186
gp_congestion = 0.728
place_ws_ns = 0.846
dpl.hpwl_um = 2140
dpl-instance-area_um2 = 967

[logic_synthesis]
ys_seq_share_pct = 0
synth_cell_types = 22
ys_cells = 104
yosysWarnings = 62
netlist_instances = 104
syn_area_per_cell_um2 = 7.15
syn_area_um2 = 743
ys_area_um2 = 743

[power_and_ir_drop]
total_power_w = 0.0000422
cellPowerDensity_mw_per_mm2 = 43.6
p_leak_nw = 0.437
ir_drop_uv = 7.86

[route]
wl_per_cell_um = 12.3
first_pass_iters = 2
num_antenna_cells = 0
via_per_inst = 3.05
drt_iter0_drc = 5
drt_wl_total_um = 2280
ant_nets = 0
drc = 0
vias = 567

[flow_run]
cap_violations = 0
warnings = 49

[final_timing]
fin_crit_ns = 3.74
min_period_over_period_pct = 81.2
rsz0062_at_grt = "no"
setup_viol = 0
final_max_slew_viol_count = 0
setup-tns-final_ns = 0
timing_hold_violations_final = 0
fmax_ghz = 0.268
worst_slack_ns = 0.863

[global_routing]
grt_first_pass_wirelength_um = 2930
grt_pass1_vias = 587
antenna_found_initial = 0
grt.total_usage_pct = 5.38
gr-total-overflow = 0
grt_max_degree = 12

[worst_setup_path]
worstPathArrival_ns = 2.82
cp.required_ns = 3.68
path_max_fanout = 8
cp-start-kind = "input pin"
worstSetupPathType = "in -> out"
end_kind = "output port"

[clock_tree]
cts_resized = 0
ctsHoldBuffers = 0
post_cts_buffers = 0

[layout]
area_growth_pct = 30.1
drive_above_1_share_pct = 6.43
seq_area_um2 = 0
layout.cells.non_filler = 186
clock_buffers = 0
seq_cells = 0
finalInstanceArea_um2 = 967

[die]
core_mm2 = 0.00342
fp_util_pct = 21.8
die_width_um = 80
die.size.y_um = 80
num_rows = 21
chip_area_mm2 = 0.00640
io_pins = 126

[min_path]
hold_class = "in -> out"
## final cells by class
class,count,area (um2)
fillers,383,2450
multi-input cells,92,435
repair buffers,47,470
well taps,46,57.6
inverters,1,3.75
## critical path, stage by stage
cell,delay [ns]
clkdlybuf4s50_1,0.43
nor3_2,0.31
nand3_2,0.20
or4b_1,0.53
clkdlybuf4s50_1,0.44
## cell usage in the layout, fill, tap and decap left out
| cell | instances |
|---|---|
| nor3b_1 | 3 |
| or2_2 | 4 |
| or2b_1 | 1 |
| or4_4 | 1 |
| or3_1 | 1 |
| or4b_1 | 1 |
| inv_1 | 1 |
| and3_1 | 1 |
| clkdlybuf4s50_1 | 47 |
| or3_2 | 1 |
| nor4_1 | 2 |
| conb_1 | 62 |
| or4_1 | 2 |
| nor3_2 | 2 |
| nand3_2 | 1 |
| and3b_1 | 1 |
| nor2_1 | 3 |
| nand4_1 | 1 |
| nand2_1 | 3 |
| nor3_1 | 1 |
| nand2b_1 | 1 |
## stage by stage
step           hold WS, ns  util (%)
4_1_cts               2.69      28.3
6_report              2.67      28.3
5_1_grt               2.72      28.3
3_5_place_dp          2.68      28.3
2_1_floorplan         1.85         -
3_3_place_gp          2.69      28.3
## power breakdown
group | switching (W) | total [W] | internal [W]
logic | 0.0000149 | 0.0000422 | 0.0000273
clock network | 0 | 0 | 0
registers | 0 | 0 | 0
## routing by layer
layer	vias up	routed length [um]	GRT usage (%)	share of wire, %
met5	-	0	0	0
met4	0	0	0	0
li1	277	-	-	-
met2	45	1220	10.4	54
met3	0	246	1.14	11
met1	245	811	6.13	36
## cells by family (layout without fill, tap and decap cells)
family	count (synthesis)	count (layout)	share of synthesized area, %
simple gates	30	30	27.3
other cells	1	62	0.505
buf+inv	73	48	72.2
## cell usage after synthesis
cell       n  area [um2]
and3_1     1        6.26
or3_2      1        7.51
nor2_1     3        11.3
inv_1      1        3.75
or4b_1     1        10.0
nor4_1     2        12.5
or2b_1     1        7.51
nand2b_1   1        6.26
or4_4      1        11.3
buf_4     70         526
clkbuf_1   2        7.51
nand4_1    1        6.26
nor3_2     2        20.0
nand2_1    3        11.3
nor3_1     1        5.00
or4_1      2        15.0
or3_1      1        6.26
conb_1     1        3.75
and3b_1    1        8.76
nand3_2    1        10.0
nor3b_1    3        22.5
or2_2      4        25.0
## final timing paths
kind	to	slack, ns	depth (start not counted)	start
worst max-delay path	right[0]	0.86	5	pb[14]
worst min-delay path	ss0[3]	2.67	2	pb[3]
No activity file was given, so power comes from the tool's default toggle rates.
